[./config.mk]
export PLATFORM = sky130hd
export DESIGN_NAME = vga_controller
export DESIGN_NICKNAME = vga_controller
export VERILOG_FILES = /design/flow/design.v
export SDC_FILE = /design/flow/constraint.sdc
export NUM_CORES = 4
export LEC_CHECK = 1
export CORE_AREA = 10 10 98 98
export DIE_AREA = 0 0 108 108
[./run.sh]
#!/bin/bash
# OpenROAD 26Q1-2900-gdf79404cd8, Yosys 0.63+post, stock flow scripts
make -C /OpenROAD-flow-scripts/flow DESIGN_CONFIG=/design/flow/config.mk WORK_HOME=/design/flow/orfs finish
[./design.v]
module v_counter(clk, count,enable_v);
    input clk;
    output [9:0] count;
    reg [9:0] count;
    input enable_v;
    always @ (posedge clk)
        begin 
            if (count < 524)
                if(enable_v == 1'b1)
                    begin
                        count <= count + 1;
                    end
                else
                    count <= count;
            else
                begin
                    count <= 0;
                end
        end
    endmodule
module h_counter(clk,count, trig_v);
    input clk;
    output [9:0] count;
    reg [9:0] count;
    output trig_v;
    reg trig_v;
    initial count = 0; 
    initial trig_v = 0;
    always @ (posedge clk)
        begin 
            if (count < 799)
                begin
                    count <= count + 1;
                    trig_v <= 0;
                end
            else
                begin
                    count <= 0;
                    trig_v <= 1;
                end
        end
    endmodule  
module clk_div(clk, clk_d);
  parameter div_value = 1;
  input clk;
  output clk_d;
  reg clk_d;
  reg count;
  initial
  begin
    clk_d = 0;
    count = 0;
  end 
  always @(posedge clk)
    begin
      if(count == div_value)
        count <= 0;
      else
        count <= count + 1;
    end
  always @(posedge clk)
    begin
      if(count == div_value)
        clk_d <= ~clk_d;
    end
endmodule 
module vga_sync(
  input [9:0] h_count, 
  input [9:0] v_count,
  output h_sync, 
  output v_sync, 
  output video_on,
  output [9:0] x_loc,
  output [9:0] y_loc
);
  localparam HD = 640;
  localparam HF = 16;
  localparam HB = 48;
  localparam HR = 96;
  localparam VD = 480;
  localparam VF = 10;
  localparam VB = 33;
  localparam VR = 2;
  assign x_loc = h_count;
  assign y_loc = v_count;
  assign h_sync = (h_count< HD + HF) | (h_count >= HD+HF+HR);
  assign v_sync = (v_count< VD + VF) | (v_count >= VD+VF+VR);
  assign video_on = (h_count < (HD)) && (v_count < VD);
endmodule
`timescale 1ns/1ps
module pixel_gen(
  input clk_d,
  input [9:0] pixel_x,
  input [9:0] pixel_y,
  input video_on,
  output reg[3:0] red = 0,
  output reg[3:0] green = 0,
  output reg[3:0] blue = 0
);
  always @(posedge clk_d) 
    begin 
      if(((pixel_x == 0) || (pixel_x == 639)) || ((pixel_y == 0) || (pixel_y == 479)))
        begin 
          red <= 4'hF;
          blue <= 4'hF;
          green <= 4'hF;
        end
      else begin
        red <= video_on ? (pixel_y > 240 ? 4'hE : 4'h0): 4'h0;
        green <= video_on ? (pixel_y > 630 ? 4'hE : 4'h0): 4'h0;
        blue <= 4'h0;
      end
    end 
endmodule
module vga_controller(clk, clk_d, h_sync, v_sync, red, green, blue);
  input clk;
  output clk_d;
  output h_sync;
  output v_sync;
  output [3:0] red;
  output [3:0] green;
  output [3:0] blue; 
  wire clk_d;
  wire [9:0] h_count;
  wire trig_v;
  wire [9:0] v_count;
  wire h_sync, v_sync, video_on;
  wire [9:0] x_loc;
  wire [9:0] y_loc;
  clk_div c1(clk, clk_d);
  h_counter h1(clk_d, h_count, trig_v);
  v_counter v1(clk_d, v_count, trig_v);
  vga_sync vg1(h_count, v_count, h_sync, v_sync, video_on, x_loc, y_loc);
  pixel_gen pg(clk_d, x_loc, y_loc, video_on, red, green, blue);
endmodule
[./constraint.sdc]
current_design vga_controller

set clk_period 1.2
set clk_io_pct 0.2

create_clock -name clk0 -period $clk_period [get_ports {clk}]

set non_clock_inputs [all_inputs -no_clocks]
set_input_delay [expr $clk_period * $clk_io_pct] -clock clk0 $non_clock_inputs
set_output_delay [expr $clk_period * $clk_io_pct] -clock clk0 [all_outputs]
==> flow_summary_export.csv <==
group,metric,value,unit
floorplanning,design.portCount,16,
critical_path,worstSetupEndpoint,"clk_d",
critical_path,worst-r2r-cell-count,2,
final_timing,rsz0062_at_grt,"false",
final_timing,finalClockSkew,8.43,ps
place,io_buffer_count,15,
cts,htree_levels,1,
final_timing,hold_viol,0,
cts,clockBufferDepth,2,
job,max-cap-violations,0,
routing,drt_pre_antenna_iters,4,
critical_path,crit_cells,1,
critical_path,worst_setup_path_class,"flop to primary output",
routing,via_per_inst,3.76,
critical_path,critical_path.n_buffers_inverters,1,
place,dp_hpwl,1.75,mm
routing,vias,956,
routing,num_antenna_cells,0,
power,max-vdd-ir-drop,0.669,mV
critical_path,cp_cell_sequence,"dlygate4sd2_1",
grt,via_count_of_the_first_global_routing_pass,803,
grt,wire_length_of_the_first_global_routing_pass,3.81,mm
cells_and_area,final_common_cell,"sky130_fd_sc_hd__dfxtp_1",
job,log.warning_count,27,
critical_path,critical_path.max_fanout,2,
final_timing,fmaxAchievable,935,MHz
routing,post_route_ant_nets,0,
routing,wl_per_cell,8.96,um
yosys,topCellsByArea,"sky130_fd_sc_hd__dfxtp_1 41%, sky130_fd_sc_hd__nor2_1 6.3%, sky130_fd_sc_hd__xnor2_1 6.3%, sky130_fd_sc_hd__nand3_1 5.2%, sky130_fd_sc_hd__buf_4 4.8%",
final_timing,unconstrained_endpoints,39,
routing,drt_drc_violations_left,0,
final_timing,total_neg_setup_slack,0,ps
grt,grt_start_max_net_pins,27,
critical_path,timing.critical_path.slowest_cell_delay,370,ps
yosys,ys_seq_elements,27,
yosys,postSynthSeqShare,43.7,%
floorplanning,floorplan.die.height,108,um
final_timing,timing.final.setup_violations,0,
routing,drt_first_iter_violations,63,
final_timing,fin_crit,1070,ps
critical_path,worst_ep_arrival_time,830,ps
floorplanning,die_x,108,um
critical_path,rr_startpoint,"c1.clk_d",
cts,cts_inserted_buffers,3,
final_timing,worst_slew_margin_rel,45.3,%
yosys,post-synth-top-area-fraction,41.3,%
min_path,timing.hold.worst.class,"flop to flop",
floorplanning,floorplan.initialDensity,16.5,%
yosys,yosysCellCount,146,
cts,clock_tree_root_buffer_cell,"sky130_fd_sc_hd__clkbuf_8",
critical_path,timing.rr.end,"c1.clk_d",
grt,grt_overflow,0,
place,gpl.final_weighted_congestion,0.783,
routing,finalWirelength,2.28,mm
yosys,synthDistinctLibCells,31,
power,cellLeakagePower,0.469,nW
floorplanning,die_area,11700,sq um
outcome,run_status,"complete, no violations",
grt,track_usage,3.77,%
critical_path,worst_ep_required_time,960,ps
critical_path,worst_path_max_delay_cell,"sky130_fd_sc_hd__edfxtp_1",
critical_path,critical_path.startpoint,"c1.clk_d",
cts,cts_tree,"done",
yosys,synth.largest_area_cell,"sky130_fd_sc_hd__dfxtp_1",
floorplanning,placementRows,32,
final_timing,timing_max_transition_violations_final,0,
yosys,synth_warnings,4,
critical_path,worst-r2r-setup-slack,310,ps
cells_and_area,multiInputGateArea,587,sq um
critical_path,worst_setup_path_end_kind,"primary output",
grt,grt_antenna_before_repair,0,
yosys,post_synth.cell_area_avg,8.63,sq um
cts,clkSlewWorstSetupHoldPaths,30,ps
critical_path,start_kind,"flop",
cells_and_area,drive_gt1_share,4.61,%
cells_and_area,number_of_fillers_in_the_final_layout,837,
final_timing,unclocked_pins,25,
final_timing,hold-worst-slack,380,ps
cells_and_area,area_growth,19.1,%
cells_and_area,ff_latch_area,551,sq um
power,pwr_density_cell,236,nW/um^2
yosys,cell_area_synth,1260,sq um
yosys,synth_cells,146,
critical_path,crit_family,"flip-flops",
yosys,area_figure_in_the_yosys_stat_output,1260,sq um
final_timing,transition_at_the_pin_with_the_smallest_max_transition_slack,821,ps
cts,clk-insertion-delay-late,210,ps
floorplanning,core-area,7650,sq um
final_timing,layout_worst_path_cycle_share,89.1,%
cells_and_area,layout_top_cells,"26 x sky130_fd_sc_hd__dfxtp_1, 21 x sky130_fd_sc_hd__nor2_1, 14 x sky130_fd_sc_hd__clkdlybuf4s50_1, 13 x sky130_fd_sc_hd__nand3_1",
==> sequential cells by signal, summed over array words and instances, names as in the netlist <==
signal and cells:
h1.count 10, v1.count 10, pg.green 2, c1.clk_d 1, c1.count 1, h1.trig_v 1
pg.blue 1, pg.red 1
==> metrics by stage <==
stage | power, mW | setup slack (ps) | area (sq um) | util (%) | cells
after floorplan | 0.0725 | 269 | 1260 | - | 146
after global placement | 0.0725 | 166 | 1460 | 19.0 | 250
after detailed placement | 0.0725 | 165 | 1460 | 19.0 | 250
after CTS | 0.362 | 116 | 1500 | 19.6 | 254
after global routing | 0.368 | 71.6 | 1500 | 19.6 | 254
final | 0.353 | 131 | 1500 | 19.6 | 254
==> cell usage after synthesis, drive strengths merged <==
library cell / n
dfxtp: 26
nor2: 21
buf: 13
nand3: 13
inv: 9
xnor2: 9
nand2: 8
a21oi: 7
nor3: 6
ha: 4
nand4: 4
nor4: 4
xor2: 4
o21ai: 3
nor4b: 2
or3: 2
a22oi: 1
a31oi: 1
and3: 1
and4b: 1
clkbuf: 1
edfxtp: 1
mux2i: 1
nand2b: 1
nand4bb: 1
nor2b: 1
o2111ai: 1
==> metal layers <==
| metal | part of all wire (%) | track usage [%] |
|---|---|---|
| met1 | 49 | 5.57 |
| met2 | 40 | 5.34 |
| met3 | 9.2 | 1.20 |
| met4 | 1.8 | 0.573 |
| met5 | 0 | 0 |
==> worst register-to-register path, stage by stage, from the launching register on <==
cell and delay, ps:
sky130_fd_sc_hd__edfxtp_1 330, sky130_fd_sc_hd__buf_4 250, sky130_fd_sc_hd__inv_1 60
==> area by class of cell <==
type	count	area share, %
multi-input cells	96	39.1
flip-flops and latches	27	36.7
repair buffers	16	10.4
well taps	102	8.51
clock buffers	4	3.00
inverters	9	2.25
==> report_power, final <==
| group | leakage (nW) | internal [mW] | switching (mW) |
|---|---|---|---|
| clock network | 0.0228 | 0.225 | 0.0563 |
| logic | 0.225 | 0 | 0 |
| registers | 0.221 | 0.0717 | 0 |
==> timing repair <==
item                       CTS  global route
setup endpoints to repair    1             0
gates resized                1             0
setup buffers                0             0
hold buffers                 0             0
==> cell families after synthesis <==
logic type / share of synthesized area, %
and+or+nand+nor: 26.7
buffers and inverters: 9.73
xor gates and xnor gates: 9.04
DFF: 43.7
muxes: 0.794
adders and majority gates: 3.97
AOI/OAI and AO/OA: 6.06
==> how the worst min path moves through the flow <==
| stage | startpoint | end | slack, ps | cells past startpoint |
|---|---|---|---|---|
| finish | c1.count | c1.count | 380 | 1 |
| global route | c1.count | c1.count | 390 | 1 |
| CTS | c1.count | c1.count | 380 | 1 |
Power figures rest on the tool's default switching activity, not on a simulated workload.
